<file path="./config.mk">
export PLATFORM = sky130hd
export DESIGN_NAME = RegisterFile
export DESIGN_NICKNAME = RegisterFile
export VERILOG_FILES = /design/flow/design.v
export SDC_FILE = /design/flow/constraint.sdc
export NUM_CORES = 4
export LEC_CHECK = 1
export CORE_UTILIZATION = 30
</file>
<file path="./constraint.sdc">
current_design RegisterFile

set clk_period 7.4
set clk_io_pct 0.2

create_clock -name clk0 -period $clk_period [get_ports {clk}]

set non_clock_inputs [all_inputs -no_clocks]
set_input_delay [expr $clk_period * $clk_io_pct] -clock clk0 $non_clock_inputs
set_output_delay [expr $clk_period * $clk_io_pct] -clock clk0 [all_outputs]
</file>
<file path="./design.v">
module RegisterFile(rr1, rr2, wr, enable_write, write_data, clk, rd1, rd2);
  input clk;
  input wire enable_write;
  input wire unsigned [4:0] rr1;
  input wire unsigned [4:0] rr2;
  input wire unsigned [4:0] wr;
  input wire signed [31:0] write_data;
  output reg signed [31:0] rd1;
  output reg signed [31:0] rd2;
  reg signed [31:0] register_array [0:31];
  always @ (posedge clk) begin
    if(enable_write) register_array[wr] = write_data;
    rd1 = register_array[rr1];
    rd2 = register_array[rr2];
  end
endmodule
</file>
<file path="./run.sh">
#!/bin/bash
# OpenROAD 26Q1-2900-gdf79404cd8, Yosys 0.63+post, stock flow scripts
make -C /OpenROAD-flow-scripts/flow DESIGN_CONFIG=/design/flow/config.mk WORK_HOME=/design/flow/orfs finish
</file>
==> flow_summary.yaml <==
# generated from flow reports
status:
  status: "finished, violations left"
  failed_checks: "max-capacitance violations, max-slew violations"
yosys:
  top_cell_area_share: 0.400
  ff_type: "dfxtp_1"
  yosysSeqAreaShare: 0.400
  yosysWarnings: 2
  synthTopCellsByArea: "dfxtp_1 (40%), mux2_2 (13%), a22oi_1 (6.6%)"
  yosys-stat-area_um2: 54500
  mappedNetlistArea_um2: 54500
  ys_types: 94
  syn_avg_cell_area_um2: 8.73
  ys_async_sr_fraction: 0
  synth_flops: 1088
  synth_top_cell_by_area: "dfxtp_1"
  synth-edff-count: 0
  synthCells: 6244
  synth_stat.cells: 6244
drt:
  drtIter0Drc: 12000
  routed_wirelength_mm: 563
  firstDrtPassIters: 14
  via_count: 69900
  ant_nets: 0
  vias_per_cell: 7.61
  wl_per_cell_um: 61.4
  drc_errors: 0
critical_path:
  slowest_delay_ps: 950
  critPathMaxFanout: 17
  crit_family: "simple AND/OR/NAND/NOR gates"
  start_kind: "input pin"
  cp.required_ps: 8150
  reg2reg_depth: 5
  worstPathArrival_ps: 6540
  crit_buf_inv: 3
  worst-setup-path-type: "input pin to flip-flop"
  worstPathCellList: "clkdlybuf4s50_1, nand4b_4, buf_4, nor3_1, nor3_1, a311oi_1, buf_4, o31a_1, nor4_1, a31oi_1"
  critPathSlowestCell: "a311oi_1"
  end_kind: "flip-flop"
  cp.depth: 10
clock_network:
  cts_tree: "built"
  cts_setup_buffers: 0
  root_buffer: "clkbuf_16"
  clock_sinks: 1088
  cts_buffer_depth: 3
  hold_buffers: 0
  htreeDepth: 3
  numCtsBuffers: 121
  clkLatencyLatePin_ps: 850
  path_clk_slew_ps: 70
  post_cts_resized: 0
floorplanning:
  num_io_pins: 113
  core_util_floorplan: 0.302
  fp.dieH_um: 428
  die-area_um2: 183000
  num_rows: 156
  fp.coreArea_um2: 181000
  chipWidth_um: 428
sta:
  max_freq_ghz: 0.172
  rsz0062_at_grt: "false"
  slew_headroom: -0.0119
  skew_ps: 38.2
  tightest_slew_ps: 1510
  min_period_ps: 5800
  setup_viol: 0
  period_used_share: 0.784
  fin_setup_tns_ps: 0
  maxSlewViolCount: 2
  setup_ws_ps: 1600
  finalHoldViolations: 0
worst_hold_path:
  min-delay-path-class: "flip-flop to flip-flop"
  hold_path_depth: 2
flow_run:
  maxCapViolCount: 1
  tool_warnings: 28
placed_design:
  routabilityCongestion: 1.23
  io_buffers: 112
  place_ws_ps: 1160
  hpwl_mm: 396
global_route:
  grt_pass1_wl_mm: 701
  track_usage: 0.616
  grt_max_degree: 45
  grt_pass1_vias: 61600
  gr-total-overflow: 0
  antenna_found_initial: 141
power_and_ir_drop:
  p_per_area_nw_per_um2: 265
  leakage_nw: 26.4
  ir_drop_uv: 220
layout:
  num-fill-cells: 18100
  area_growth_pct: 23.5
  drive_gt1_frac: 0.257
==> stage by stage <==
stage                     instance area, µm²  total power [mW]  instances   util  hold WS (ps)
after floorplan                        54500              9.18       6244      -           429
after global placement                 62400              10.9       8761  0.346           446
after detailed placement               62400              10.9       8761  0.346           451
after CTS                              66800              17.6       8986  0.370           461
after global routing                   67000              18.1       9043  0.371           477
final                                  67300              17.9       9179  0.373           466
==> cell families (layout without fill, tap and decap cells) <==
| group | after synthesis | count (layout) | share of synthesized area |
|---|---|---|---|
| flops | 1088 | 1088 | 0.400 |
| mux | 683 | 683 | 0.139 |
| xor+xnor | 4 | 4 | 0.000643 |
| compound gates | 1914 | 1914 | 0.251 |
| buf+inv | 715 | 1089 | 0.0536 |
| simple gates | 1840 | 1840 | 0.155 |
| other cells | 0 | 191 | 0 |
==> synth_stat cells, drive strengths merged, types with 9 or more instances <==
cell     number
a31oi        60
nor4         76
a21o         11
a222oi       25
dfxtp      1088
nand3       196
a22oi       481
a32o         23
a2111oi      40
nand4       120
a41oi        11
nor3         94
or4          13
and4         20
a21oi       276
a221oi      115
a211oi       87
nand2       934
and3         15
o2111ai      36
o221ai       12
o31ai        20
a32oi        47
o41ai        14
nor2b         9
a221o        24
clkbuf      399
o21ai       306
nand4b       13
a22o         61
o2bb2ai      71
a2bb2oi      14
mux2        606
mux2i        77
o211ai       30
and2          9
nor2        270
buf         214
inv         100
o22ai        72
==> worst paths after layout <==
check	start	endpoint	slack [ps]
min	register_array[10][14]	register_array[10][14]	470
min reg2reg	register_array[10][14]	register_array[10][14]	470
max reg2reg	register_array[25][16]	rd2[16]	4680
max	wr[1]	rd2[25]	1600
==> placed cells by master, fill, tap and decap left out, types with 16 or more instances in the layout <==
cell type | netlist | final
nand3_1 | 194 | 174
diode_2 | 0 | 191
mux2i_1 | 77 | 76
buf_4 | 12 | 620
bufinv_16 | 0 | 17
buf_12 | 0 | 29
clkbuf_16 | 0 | 123
a32oi_1 | 47 | 47
a21oi_1 | 276 | 276
a221o_1 | 24 | 24
a22o_1 | 61 | 61
dfxtp_1 | 1088 | 1088
a22oi_1 | 481 | 481
o21ai_0 | 300 | 297
mux2_2 | 605 | 605
a211oi_4 | 0 | 59
and4_1 | 20 | 19
a32o_1 | 23 | 23
nor4_1 | 76 | 70
o22ai_1 | 72 | 71
a222oi_1 | 25 | 25
clkinv_2 | 0 | 23
inv_1 | 100 | 98
o211ai_1 | 30 | 30
a211oi_1 | 73 | 27
a221oi_1 | 115 | 115
nor2_1 | 269 | 230
a31oi_1 | 60 | 60
nor3_1 | 92 | 83
o2111ai_1 | 36 | 36
nor2_2 | 1 | 28
o2bb2ai_1 | 71 | 71
nand3_2 | 2 | 22
clkbuf_8 | 0 | 16
a2111oi_0 | 40 | 39
clkdlybuf4s50_1 | 0 | 109
nand4_1 | 120 | 120
nand2_1 | 929 | 899
nand2_2 | 5 | 35
o31ai_1 | 20 | 19
==> power breakdown <==
group / internal, mW / leakage [nW] / switching [mW]
logic: 1.13 / 15.3 / 1.84
clock network: 3.82 / 2.10 / 2.94
registers: 7.07 / 9.08 / 1.05
==> metal layers <==
metal	up-vias	GRT usage	part of all wire
met5	-	0.108	0.0052
met4	116	0.522	0.11
met3	3080	0.449	0.17
met2	8073	0.744	0.36
met1	34200	0.699	0.35
li1	24400	-	-
==> sequential cells by signal, indices dropped and copies added (netlist names) <==
| register | cells |
|---|---|
| register_array | 1024 |
| rd2 | 32 |
| rd1 | 32 |
==> tightest hold or removal path, delay by kind of cell (launching register included) <==
kind / cells / cell delay [ps]
AND/OR/NAND/NOR: 2 / 100
flip-flops: 1 / 320
==> area by class of cell <==
cell class | instances | area (µm²) | area share
timing repair buffer | 762 | 6370 | 0.0946
inverter | 102 | 383 | 0.00569
tap | 2370 | 2970 | 0.0441
sequential | 1088 | 21800 | 0.324
antenna | 191 | 478 | 0.00710
clock inverter | 78 | 1020 | 0.0151
multi-input combinational | 4441 | 31000 | 0.460
clock buffer | 147 | 3330 | 0.0495
Power and IR drop assume default switching activity.
