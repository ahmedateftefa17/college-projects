--- flow/design.v ---
module ALU (rd1, rd2, op, shift_amt, result);
  input wire unsigned [3:0] op;
  input wire signed [31:0] rd1;
  input wire signed [31:0] rd2;
  input wire unsigned [4:0] shift_amt;
  output wire signed [31:0] result;
  assign result = op == 0 ? rd1 + rd2 
                : op == 1 ? rd1 - rd2 
                : op == 2 ? rd1 & rd2 
                : op == 3 ? rd1 | rd2 
                : op == 4 ? rd1 << shift_amt 
                : op == 5 ? rd1 >> shift_amt
                : op == 6 ? rd1 >>> shift_amt
                : op == 7 ? rd1 > rd2
                : op == 8 ? rd1 < rd2
                : 0;
endmodule
--- flow/run.sh ---
#!/bin/bash
# OpenROAD 26Q1-2900-gdf79404cd8, Yosys 0.63+post, stock flow scripts
make -C /OpenROAD-flow-scripts/flow DESIGN_CONFIG=/design/flow/config.mk WORK_HOME=/design/flow/orfs finish
--- flow/config.mk ---
export PLATFORM = sky130hd
export DESIGN_NAME = ALU
export DESIGN_NICKNAME = ALU
export VERILOG_FILES = /design/flow/design.v
export SDC_FILE = /design/flow/constraint.sdc
export NUM_CORES = 4
export LEC_CHECK = 1
export CORE_UTILIZATION = 40
--- flow/constraint.sdc ---
current_design ALU

set clk_period 13.7
set clk_io_pct 0.2

create_clock -name clk0 -period $clk_period

set non_clock_inputs [all_inputs -no_clocks]
set_input_delay [expr $clk_period * $clk_io_pct] -clock clk0 $non_clock_inputs
set_output_delay [expr $clk_period * $clk_io_pct] -clock clk0 [all_outputs]
==> flow_summary.ini <==
; generated from flow reports
[worst_setup_path]
crit_arrival_ps = 6940
worstSetupEndpointType = output port
cp-start-kind = input port
cp_max_fo = 13
required_ps = 10960
worst-setup-path-type = input port to output port

[global_routing]
use_met2_pct = 55.0
grt_pass1_vias = 9551
grt_pass1_wl_mm = 58.3
top_usage_layer = met2
grt_usage_pct = 35.5
antenna_found_initial = 0
met1_usage_pct = 50.1
grt-ovfl-total = 0
use_met3_pct = 8.45
grt_max_degree = 54

[final_timing]
rsz0062_at_grt = false
setup_viol = 0
maxSlewHeadroom_pct = 47.7
min_period_ps = 9680
final_hold_viol_count = 0
fin_ws_ps = 4020
fin_crit_sh_pct = 70.7
tightest_slew_ps = 780
tns_ps = 0
max_freq_ghz = 0.103
final-max-slew-violation-count = 0

[die]
die_y_um = 150
io_pins = 105
initCoreUtil_pct = 41.2
core-area_um2 = 21300
die_area_um2 = 22500
rows = 53
die_w_um = 150

[min_path]
holdPathEnd = result[7]
whs_path_depth = 5
min_path_type = input port to output port
hp-start = rd2[7]

[route]
drc = 0
postRouteAntennaNets = 0
drt_wl_total_mm = 38.5
vias = 10189
dr.pass1.iters = 6
avgViaCountPerCell = 6.75
diodes = 0
drt-initial-drc-count = 829
wl_per_cell_um = 25.5

[synth]
yosys_area_um2 = 8770
yosysSeqAreaShare_pct = 0
synthDistinctLibCells = 84
yosysWarnings = 0
synth_area_um2 = 8770
synth_cells = 1201
syn_avg_cell_area_um2 = 7.30
ys_cells = 1201

[finish]
area_growth_pct = 13.3
design.seq.count = 0
flop_area_um2 = 0
lay_top_count = a21oi_1
drive_gt1_share_pct = 10.0
final_cell_mix = 124 x a21oi_1, 118 x nor2_1, 104 x inv_1, 102 x clkdlybuf4s50_1, 96 x ha_1
nFillCells = 2158
clockBufferCount = 0

[cts]
post_cts_resized = 0
cts_hold_buffers = 0
cts_setup_buffers = 0

[pwr]
vdd_drop_max_mv = 0.0209
power_per_cell_area_nw_per_um2 = 41.0
leakage_nw = 4.01

[placed_design]
dp_slack_ps = 4050
place.gp.congestion = 1.03
dp_hpwl_mm = 29.8
numPortBuffers = 105

[run]
cap_viol_max_count = 0
openroad.warnings = 96

[status]
status = complete, no violations
==> power by group <==
part	total [W]	leakage, nW	internal, W	switching [W]
Clock	0	0	0	0
Combinational	0.000407	4.01	0.000170	0.000237
Sequential	0	0	0	0
Total	0.000407	4.01	0.000170	0.000237
==> cells in the mapped netlist (9+ instances only) <==
| cell | count | share of area, % |
|---|---|---|
| a211oi_1 | 14 | 1.2 |
| a21o_1 | 14 | 1.2 |
| a21oi_1 | 124 | 7.1 |
| a221o_1 | 16 | 1.8 |
| a221oi_1 | 14 | 1.4 |
| a31oi_1 | 19 | 1.4 |
| buf_2 | 13 | 0.74 |
| clkbuf_1 | 73 | 3.1 |
| ha_1 | 96 | 14 |
| inv_1 | 105 | 4.5 |
| mux2i_1 | 42 | 4.8 |
| mux4_2 | 64 | 16 |
| nand2_1 | 74 | 3.2 |
| nand2b_1 | 11 | 0.78 |
| nand3_1 | 30 | 1.7 |
| nor2_1 | 119 | 5.1 |
| nor2b_1 | 11 | 0.78 |
| nor3_1 | 40 | 2.3 |
| o211ai_1 | 20 | 1.7 |
| o21ai_0 | 86 | 4.9 |
| o21bai_1 | 10 | 0.86 |
| o221ai_1 | 10 | 1.0 |
| o22ai_1 | 11 | 0.78 |
| o31ai_1 | 12 | 1.0 |
| or3_1 | 9 | 0.64 |
==> stage by stage <==
step / util, % / instance area, um^2 / total power, W / cells / hold slack, ps
finish: 46.7 / 9930 / 0.000407 / 1510 / 6720
global route: 46.7 / 9930 / 0.000438 / 1510 / 6760
CTS: 46.7 / 9930 / 0.000399 / 1510 / 6730
detailed placement: 46.7 / 9930 / 0.000396 / 1510 / 6720
global placement: 46.7 / 9930 / 0.000399 / 1510 / 6720
floorplan: - / 8770 / 0.000250 / 1201 / 5550
==> kinds of logic after synthesis <==
family                     Yosys count  share of synthesized area, %
and+or+nand+nor                    336                          17.7
muxes                              120                          24.4
buffers and inverters              201                          9.17
xor gates and xnor gates             6                         0.599
AOI/OAI and AO/OA                  440                          34.0
adders and majority gates           98                          14.2
==> final cells by class <==
type	instances	area, um^2	area share, %
well taps	275	344	3.46
repair buffers	128	1210	12.2
inverters	107	402	4.04
multi-input cells	1000	7980	80.3
==> worst max-delay path by stage <==
stage	from	endpoint	slack, ps	depth (start not counted)
CTS	rd1[13]	result[28]	4050	13
global route	rd1[13]	result[28]	3750	13
finish	rd1[13]	result[28]	4020	13
==> routing by layer <==
metal / vias up / part of all wire [%]
met2: 617 / 45
met3: 75 / 10
li1: 4672 / -
met4: 0 / 3.3
met1: 4825 / 42
met5: - / 0
==> critical path, cell delays in order <==
cell and delay [ps]:
clkdlybuf4s50_1 840, inv_1 100, ha_1 450, or3_1 430, or4_1 470, a21oi_1 200, nor4_1 80, buf_4 170
o31ai_1 370, a31oi_1 190, o221a_2 270, o21ai_0 150, clkdlybuf4s50_1 480
Power and IR drop assume default switching activity.
