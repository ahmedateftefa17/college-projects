[design/flow/design.v]
module PCI_Arbiter(input clk, input frame, input [7:0] request, output reg [7:0] grant);
  always @(posedge clk) begin
    if(frame) begin
      grant <= request[0] ? 8'b00000001
             : request[1] ? 8'b00000010
             : request[2] ? 8'b00000100
             : request[3] ? 8'b00001000
             : request[4] ? 8'b00010000
             : request[5] ? 8'b00100000
             : request[6] ? 8'b01000000
             : request[7] ? 8'b10000000
             : 8'b00000000;
    end
  end
endmodule
[design/flow/run.sh]
#!/bin/bash
# OpenROAD 26Q1-2900-gdf79404cd8, Yosys 0.63+post, stock flow scripts
make -C /OpenROAD-flow-scripts/flow DESIGN_CONFIG=/design/flow/config.mk WORK_HOME=/design/flow/orfs finish
[design/flow/config.mk]
export PLATFORM = sky130hd
export DESIGN_NAME = PCI_Arbiter
export DESIGN_NICKNAME = PCI_Arbiter
export VERILOG_FILES = /design/flow/design.v
export SDC_FILE = /design/flow/constraint.sdc
export NUM_CORES = 4
export LEC_CHECK = 1
export CORE_AREA = 10 10 70 70
export DIE_AREA = 0 0 80 80
[design/flow/constraint.sdc]
current_design PCI_Arbiter

set clk_period 2.0
set clk_io_pct 0.2

create_clock -name clk0 -period $clk_period [get_ports {clk}]

set non_clock_inputs [all_inputs -no_clocks]
set_input_delay [expr $clk_period * $clk_io_pct] -clock clk0 $non_clock_inputs
set_output_delay [expr $clk_period * $clk_io_pct] -clock clk0 [all_outputs]
==> run summary <==
Implementation results

In the final layout, the registers with the most flip-flops are grant x8. The power report attributes to the combinational group a share of 0.138. Per the synthesis report, the simple-gate share of the synthesized area is 0.2292. The register with the most flip-flops in the layout has 8 of them.

The repair_antennas step left the layout with diodes totalling 0. The layout summary lists the proportion of cells stronger than drive strength 1 as 0.1538. According to the floorplan report, the die height is 80 um. The warning tally printed by Yosys for this design is 1.

Endpoints failing hold in the final report were tallied at 0. The critical path in this run is classified as input port to flop. The count of buffers added on input and output ports is 17.

Across the VDD grid, the largest voltage drop is 0.0001233 V. Per the gpl log, the routability congestion estimate is 0.7421. Per STA, the worst path is made up of clkdlybuf4s50_1, or4_4, nor4_1.

The synthesis-to-layout area growth is 81.42%. The static power due to leakage is approximately 0.18 nW. The design draws around 0.36 mW.

TritonCTS created 3 clock buffers. The H-tree depth reported by CTS is 1. In the finished design, the share of the clock period the worst path needs comes to 0.8158.

The synthesized cell area is about 320 um2. The boundary pin count is 18. Per the OpenROAD power report, switching power amounts to around 0.061 mW. For reference, the post-synthesis area per instance comes to 17.59 um2.

The peak per-stage delay on the critical path is ~600 ps. Of the post-synthesis cell area, the dominant cell type holds 0.7589. Dividing the detail-routed via count by the number of cells gives 2.812.

The logs give a warning total of 25. The report lists the number of standard-cell rows as 21. The synthesized netlist was found by Yosys to have 18 cells. The number of clock sinks came to 8. Entering global routing, the biggest net connects 9 pins. The number of buffers and inverters on the critical path is 1.

The number of antenna violations at the first check in global routing is 0. The dominant kind of combinational cell is simple AND/OR/NAND/NOR gates. The least setup slack across all paths after layout is 368.3 ps.

The count of mapped cells out of synthesis is 18. The slew at the pin with the worst max-slew slack is ~330 ps. The adder and majority cell fraction of the synthesized area is 0. The switching part of the total is 0.1687. The clock-pin transition on the worst setup and hold timing paths is ~50 ps. The post-route worst hold slack is 838.3 ps. Timing analysis after detailed placement gives a worst setup slack of around 120 ps. In the log, the iteration count for the first detailed-route pass is 2. Setup repair after global routing left no endpoint under its margin. The global-route congestion overflow total is 0.

TritonRoute output was used to compute an average wire per cell of between 8 and 9 um. The number of cells after detailed placement is just over 80. After detailed routing, the number of remaining DRC violations is 0. The type of the most critical hold path is input port to flop. Setup total negative slack on the finished layout was measured at 0 ps. For this run, the total global-route usage over all layers was measured as 0.02530.

The stat command in Yosys gives a chip area of 316.6 um2. The last timing report of the flow puts the setup violation total at 0. Internal power comes to about 0.30 mW. The chip occupies around 6400 um2. Excluding fillers, the count of instances in the completed layout stands at approximately 85. The critical path startpoint category is an input port. On the critical path the largest part of the delay comes from simple AND/OR/NAND/NOR gates.

The post-CTS hold buffer count recorded in the log is 0. The library cell used as clock root buffer is sky130_fd_sc_hd__clkbuf_4. The floorplan core area is between 3000 and 4000 um2. Gates resized during post-CTS repair numbered 0.

In this run, the synthesized area fraction spent on xor and xnor cells is recorded as 0. The slowest cell on the critical path is sky130_fd_sc_hd__or4_4. The worst-case max-slew headroom was logged as 0.7765. The CTS tree is yes. The number of pins exceeding their max-slew limit in the final report is 0. Counting flops per register, the top entry is grant. Once iteration 0 of detailed routing completed, the report listed 2 DRC markers. The number of global-route vias before repair is 276.

The worst setup path is captured at a flop. The first global-routing pass estimated ~1.3 mm of wire. The run finished with clean final reports.

The clock network fraction of total power is 0.313. The script computed a power per unit cell area of approximately 630 nW/um2. The clock passes through at most 2 buffers. Summed over all layers, the routed wires come to roughly 760 um. The placed wire-length estimate is 673.5 um.

For the worst setup path, the data arrival time is 1690 ps. The remaining number of nets flagged by the antenna check after routing is 0. Of all nets on the critical path, the largest fanout is 4. The share of synthesized area occupied by flip-flops and latches is 0.7589. The synthesized design spends more area on one cell type than any other, namely sky130_fd_sc_hd__edfxtp_1. The main area contributors are sky130_fd_sc_hd__edfxtp_1 (76%), sky130_fd_sc_hd__nor3b_1 (4.7%), sky130_fd_sc_hd__nor4b_2 (4.7%). Detailed routing inserted a total of roughly 240 vias. The power report attributes to the sequential group a share of 0.549.

The number of different library cells in the post-synthesis netlist is 10. The library cells used most frequently in the layout, excluding fill and tap cells, are sky130_fd_sc_hd__clkdlybuf4s50_1 (17), sky130_fd_sc_hd__edfxtp_1 (8), sky130_fd_sc_hd__clkbuf_4 (3), sky130_fd_sc_hd__nor3b_1 (2). Per the synthesis report, the AND-OR/OR-AND share of the synthesized area is 0. The floorplan utilization is 0.09267. Per the run summary, max-cap violations total 0. The horizontal extent of the die is ~80 um.

Subtracting the final worst setup slack from the clock period gives approximately 1600 ps. The required time of the critical path is between 2000 and 2500 ps. Measured against the total synthesized area, the mux share comes to 0. The post-CTS setup-driven buffer insertion count is 0. The maximum clock rate is slightly above 0.6 GHz. The leading cell type in the layout, fill and taps excluded is sky130_fd_sc_hd__clkdlybuf4s50_1.

After synthesis the netlist holds a flip-flop and latch count of 8.
cells by family (layout without fill, tap and decap cells):
group                  after synthesis  in the layout
AND/OR/NAND/NOR                      9              9
buffers and inverters                1             22
flip-flops                           8              8
area by class of cell:
cell class,instances,area [um2]
Timing Repair Buffer,18,177.7
Clock buffer,3,22.52
Fill cell,384,2841
Multi-Input combinational cell,9,72.57
Sequential cell,8,240.2
Tap cell,46,57.56
Inverter,1,3.754
power groups by stage:
stage	Sequential (mW)	Combinational [mW]	Clock, mW
4_1_cts	0.199	0.0514	0.119
5_1_grt	0.200	0.0544	0.130
6_report	0.199	0.0500	0.113
per-stage QoR:
step,area (um2),utilization
after global routing,574.3,0.1681
after CTS,574.3,0.1681
after global placement,551.8,0.1615
after floorplan,316.6,-
after detailed placement,551.8,0.1615
final,574.3,0.1681
per-layer routing:
layer	routed length, um	GRT usage	up-vias	part of all wire
met2	461	0.04976	8	0.60
met4	46	0.01585	0	0.060
met1	239	0.02270	113	0.31
li1	-	-	114	-
met3	17	0.004545	4	0.022
met5	0	0	-	0
synthesized netlist by cell type:
master                     instances
sky130_fd_sc_hd__nor4b_1           1
sky130_fd_sc_hd__nor4_1            1
sky130_fd_sc_hd__nand2b_1          1
sky130_fd_sc_hd__nor2b_1           1
sky130_fd_sc_hd__nor2_1            1
sky130_fd_sc_hd__or4_4             1
sky130_fd_sc_hd__edfxtp_1          8
sky130_fd_sc_hd__nor4b_2           1
sky130_fd_sc_hd__nor3b_1           2
sky130_fd_sc_hd__inv_1             1
final timing paths:
| check | startpoint | end | slack [ps] | cells after the start |
|---|---|---|---|---|
| setup / recovery | request[1] | grant[7]$_SDFFCE_PP0P_ | 370 | 3 |
| hold / removal | request[7] | grant[7]$_SDFFCE_PP0P_ | 840 | 3 |
Power figures rest on the tool's default switching activity, not on a simulated workload.
